**/design/flow/constraint.sdc**
```tcl
current_design r2r_adc_subsystem

set clk_period 79.9
set clk_io_pct 0.2

create_clock -name clk0 -period $clk_period [get_ports {clk}]

set non_clock_inputs [all_inputs -no_clocks]
set_input_delay [expr $clk_period * $clk_io_pct] -clock clk0 $non_clock_inputs
set_output_delay [expr $clk_period * $clk_io_pct] -clock clk0 [all_outputs]
```
**/design/flow/run.sh**
```bash
#!/bin/bash
# OpenROAD 26Q1-2900-gdf79404cd8, Yosys 0.63+post, stock flow scripts
make -C /OpenROAD-flow-scripts/flow DESIGN_CONFIG=/design/flow/config.mk WORK_HOME=/design/flow/orfs finish
```
**/design/flow/design.v**
```verilog
module averager_simple
    #(parameter int power = 6)  
    (
        input logic clk,
        reset,
        EN,
        input logic [7:0] Din,    
        output logic [15:0] Q      
    );
    logic [7:0] REG_ARRAY [2**power:1];
    logic [power+7:0] sum;
    logic [7:0] Q_temp, lower8bits;
    assign Q_temp     = sum[power+7:power];
    assign lower8bits = sum[power-1:power-8];    
    assign Q = {Q_temp,lower8bits};
    always_ff @(posedge clk) begin
        if (reset) begin
            sum <= 0;
            for (int j = 1; j <= 2**power; j++) begin
                REG_ARRAY[j] <= 0;
            end
        end
        else if (EN) begin
            sum <= sum + Din - REG_ARRAY[2**power];
            for (int j = 2**power; j > 1; j--) begin
                REG_ARRAY[j] <= REG_ARRAY[j-1];
            end
            REG_ARRAY[1] <= Din;
        end
    end
endmodule
module downcounter #(
    parameter int PERIOD = 1000   
) (
    input  logic clk,     
    input  logic reset,   
    input  logic enable,  
    output logic zero     
);
    localparam int COUNT_WIDTH = $clog2(PERIOD);
    logic [COUNT_WIDTH-1:0] count;
    always_ff @(posedge clk) begin
        if (reset) begin
            count <= PERIOD - 1;
            zero  <= 0;
        end else if (enable) begin
            if (count == 0) begin
                count <= PERIOD - 1;
                zero  <= 1;
            end else begin
                count <= count - 1;
                zero  <= 0;
            end
        end else
            zero <= 0;
    end
endmodule
module r2r_adc_subsystem (
    input  logic        clk,
    input  logic        reset,
    input  logic        comp_r2r,
    input  logic        sar_mode,      
    output logic [7:0]  r2r_out,
    output logic [15:0] raw_out,       
    output logic [15:0] scaled_out,    
    output logic        scaled_ready   
);
    logic [7:0] r2r_ramp_code;
    logic       r2r_ramp_ready;
    logic [7:0] r2r_ramp_bus;
    r2r_ramp_adc #(
        .RAMP_WIDTH  (8),
        .STEP_PERIOD (100000)     
    ) R2R_RAMP (
        .clk      (clk),
        .reset    (reset),
        .comp_in  (comp_r2r),
        .r2r_bus  (r2r_ramp_bus),
        .adc_code (r2r_ramp_code),
        .adc_ready(r2r_ramp_ready)
    );
    logic [7:0] r2r_sar_code;
    logic       r2r_sar_ready;
    logic [7:0] r2r_sar_bus;
    r2r_sar_adc #(
        .RAMP_WIDTH    (8),
        .SETTLE_CYCLES (2000000)
    ) R2R_SAR (
        .clk      (clk),
        .reset    (reset),
        .comp_in  (comp_r2r),
        .r2r_bus  (r2r_sar_bus),
        .adc_code (r2r_sar_code),
        .adc_ready(r2r_sar_ready)
    );
    logic [7:0] r2r_code_sel;
    logic       r2r_ready_sel;
    always_comb begin
        if (sar_mode) begin
            r2r_out       = r2r_sar_bus;
            r2r_code_sel  = r2r_sar_code;
            r2r_ready_sel = r2r_sar_ready;
        end else begin
            r2r_out       = r2r_ramp_bus;
            r2r_code_sel  = r2r_ramp_code;
            r2r_ready_sel = r2r_ramp_ready;
        end
    end
    logic [7:0] r2r_raw_disp;
    logic [7:0] r2r_raw_div_cnt;
    always_ff @(posedge clk) begin
        if (reset) begin
            r2r_raw_disp    <= 8'd0;
            r2r_raw_div_cnt <= 8'd0;
        end else begin
            if (!sar_mode) begin
                if (r2r_ready_sel)
                    r2r_raw_disp <= r2r_code_sel;
                r2r_raw_div_cnt <= 8'd0;
            end else begin
                if (r2r_ready_sel) begin
                    if (r2r_raw_div_cnt == 8'd7) begin
                        r2r_raw_disp    <= r2r_code_sel;
                        r2r_raw_div_cnt <= 8'd0;
                    end else begin
                        r2r_raw_div_cnt <= r2r_raw_div_cnt + 1'b1;
                    end
                end
            end
        end
    end
    logic [15:0] r2r_raw_ext;
    assign r2r_raw_ext = {8'd0, r2r_raw_disp};
    assign raw_out     = r2r_raw_ext;
    logic [15:0] avg_out;
    averager_simple #(
        .power(8)    
    ) R2R_AVG (
        .clk   (clk),
        .reset (reset),
        .EN    (r2r_ready_sel),
        .Din   (r2r_code_sel),
        .Q     (avg_out)
    );
    assign scaled_out   = avg_out;
    assign scaled_ready = r2r_ready_sel;
endmodule
module r2r_ramp_adc #(
    parameter int RAMP_WIDTH  = 8,
    parameter int STEP_PERIOD = 50000
)(
    input  logic                  clk,
    input  logic                  reset,
    input  logic                  comp_in,      
    output logic [RAMP_WIDTH-1:0] r2r_bus,      
    output logic [RAMP_WIDTH-1:0] adc_code,     
    output logic                  adc_ready     
);
    logic step_pulse;
    downcounter #(
        .PERIOD(STEP_PERIOD)
    ) STEP_TIMER (
        .clk    (clk),
        .reset  (reset),
        .enable (1'b1),
        .zero   (step_pulse)
    );
    logic [RAMP_WIDTH-1:0] ramp_code;
    always_ff @(posedge clk) begin
        if (reset) begin
            ramp_code <= '0;
        end else if (step_pulse) begin
            if (ramp_code == {RAMP_WIDTH{1'b1}})
                ramp_code <= '0;
            else
                ramp_code <= ramp_code + 1'b1;
        end
    end
    assign r2r_bus = ramp_code;
    logic comp_sync1, comp_sync2;
    logic comp_prev;
    logic captured;
    logic comp_edge;
    always_ff @(posedge clk) begin
        if (reset) begin
            comp_sync1 <= 1'b0;
            comp_sync2 <= 1'b0;
            comp_prev  <= 1'b0;
        end else begin
            comp_sync1 <= comp_in;
            comp_sync2 <= comp_sync1;
            comp_prev  <= comp_sync2;
        end
    end
    always_comb begin
        comp_edge = (comp_prev == 1'b1 && comp_sync2 == 1'b0);
    end
    always_ff @(posedge clk) begin
        if (reset) begin
            adc_code  <= '0;
            adc_ready <= 1'b0;
            captured  <= 1'b0;
        end else begin
            adc_ready <= 1'b0;
            if (step_pulse && (ramp_code == {RAMP_WIDTH{1'b1}})) begin
                captured <= 1'b0;
            end
            if (!captured && comp_edge) begin
                adc_code  <= ramp_code;
                adc_ready <= 1'b1;
                captured  <= 1'b1;
            end
        end
    end
endmodule
module r2r_sar_adc #(
    parameter int RAMP_WIDTH     = 8,
    parameter int SETTLE_CYCLES  = 50000
)(
    input  logic                      clk,
    input  logic                      reset,
    input  logic                      comp_in,       
    output logic [RAMP_WIDTH-1:0]     r2r_bus,       
    output logic [RAMP_WIDTH-1:0]     adc_code,      
    output logic                      adc_ready
);
    logic [RAMP_WIDTH-1:0] trial_code;
    sar_core #(
        .WIDTH         (RAMP_WIDTH),
        .SETTLE_CYCLES (SETTLE_CYCLES)
    ) SAR_R2R_CORE (
        .clk        (clk),
        .reset      (reset),
        .comp_in    (comp_in),
        .trial_code (trial_code),
        .ready      (adc_ready)
    );
    assign r2r_bus  = trial_code;
    assign adc_code = trial_code;
endmodule
module sar_core #(
    parameter int WIDTH          = 8,
    parameter int SETTLE_CYCLES  = 50000    
)(
    input  logic                 clk,
    input  logic                 reset,
    input  logic                 comp_in,      
    output logic [WIDTH-1:0]     trial_code,   
    output logic                 ready         
);
    logic comp_sync1, comp_sync2;
    always_ff @(posedge clk) begin
        if (reset) begin
            comp_sync1 <= 1'b0;
            comp_sync2 <= 1'b0;
        end else begin
            comp_sync1 <= comp_in;
            comp_sync2 <= comp_sync1;
        end
    end
    wire comp = comp_sync2;   
    typedef enum logic [2:0] {
        S_IDLE,          
        S_SET_BIT,       
        S_WAIT_SETTLE,   
        S_SAMPLE,        
        S_DONE           
    } sar_state_t;
    sar_state_t state, next_state;
    int unsigned bit_index;
    localparam int SETTLE_WIDTH = $clog2(SETTLE_CYCLES);
    logic [SETTLE_WIDTH-1:0] settle_cnt;
    always_ff @(posedge clk) begin
        if (reset)
            state <= S_IDLE;
        else
            state <= next_state;
    end
    always_comb begin
        next_state = state;
        case (state)
            S_IDLE:         next_state = S_SET_BIT;
            S_SET_BIT:      next_state = S_WAIT_SETTLE;
            S_WAIT_SETTLE:  next_state = (settle_cnt == SETTLE_CYCLES-1) ? S_SAMPLE : S_WAIT_SETTLE;
            S_SAMPLE:       next_state = (bit_index == 0) ? S_DONE : S_SET_BIT;
            S_DONE:         next_state = S_IDLE;
            default:        next_state = S_IDLE;
        endcase
    end
    always_ff @(posedge clk) begin
        if (reset) begin
            trial_code  <= '0;
            ready       <= 1'b0;
            bit_index   <= 0;
            settle_cnt  <= '0;
        end else begin
            ready <= 1'b0;  
            case (state)
                S_IDLE: begin
                    trial_code <= '0;
                    bit_index  <= WIDTH-1;
                    settle_cnt <= '0;
                end
                S_SET_BIT: begin
                    trial_code[bit_index] <= 1'b1;
                    settle_cnt            <= '0;
                end
                S_WAIT_SETTLE: begin
                    settle_cnt <= settle_cnt + 1'b1;
                end
                S_SAMPLE: begin
                    if (!comp) begin
                        trial_code[bit_index] <= 1'b0;
                    end
                    if (bit_index != 0)
                        bit_index <= bit_index - 1;
                end
                S_DONE: begin
                    ready <= 1'b1;   
                end
            endcase
        end
    end
endmodule
```
**/design/flow/config.mk**
```make
export PLATFORM = sky130hd
export DESIGN_NAME = r2r_adc_subsystem
export DESIGN_NICKNAME = r2r_adc_subsystem
export VERILOG_FILES = /design/flow/design.v
export SDC_FILE = /design/flow/constraint.sdc
export NUM_CORES = 4
export LEC_CHECK = 1
export CORE_UTILIZATION = 50
export SYNTH_HDL_FRONTEND = slang
```
==> results.json <==
{
  "tightest_slew_ps": 993.7,
  "place_worst_setup_slack_ps": 45770,
  "synth_cell_types": 66,
  "wl_per_cell_um": 16.50,
  "ys_seq_share_pct": 77.23,
  "syn_avg_cell_area_sq_um": 15.41,
  "cp.required_ps": 63920,
  "yosys_area_sq_um": 83200,
  "met1_usage_pct": 34.48,
  "ys_cells": 5401,
  "cp-end-kind": "primary output",
  "hold_ws_ps": 402.1,
  "cts_tree": "yes",
  "postSynth.asyncResetShare_pct": 0,
  "netlist_area_sq_um": 83200,
  "finalSetupViolCount": 0,
  "drt_iter0_drc": 3932,
  "wl_um": 125600,
  "fp_util_pct": 50.43,
  "grt_max_degree": 229,
  "rsz0062_at_grt": "false",
  "grt_usage_pct": 16.53,
  "dieWidth_um": 409.9,
  "status": "finished clean",
  "numClockSinks": 2186,
  "drt_pre_antenna_iters": 22,
  "cts_setup_buffers": 0,
  "fillCellCount": 12700,
  "vias": 42080,
  "dpl.hpwl_um": 54260,
  "synth-edff-count": 2048,
  "cts_max_path_buffers": 3,
  "drv_cap": 0,
  "arrival_ps": 18130,
  "placed_cell_area_sq_um": 85120,
  "grt_pass1_wl_um": 211000,
  "ys.flop_type": "edfxtp_1",
  "cp-start-kind": "primary input",
  "min_path_cells": 1,
  "maxSlewViolCount": 0,
  "ys_warn_count": 0,
  "relSlewSlack_pct": 32.91,
  "ios": 45,
  "max-vdd-ir-drop_mv": 0.02376,
  "use_met2_pct": 19.33,
  "final_layout_size_suffix_gt1_share_pct": 7.392,
  "holdCritPathClass": "flop to flop",
  "tool_warnings": 65,
  "antenna_found_initial": 0,
  "timing.setup.tns_ps": 0,
  "leakage_uw": 0.03992,
  "route.detailed.drc": 0,
  "grt_pass1_vias": 40260,
  "cp_cell_sequence": "clkdlybuf4s50_1 > buf_4 > nor2b_1 > a21oi_2 > buf_4 > inv_8 > clkdlybuf4s50_1",
  "coreArea_sq_um": 165000,
  "cts_hold_buffers": 0,
  "via_per_inst": 5.527,
  "period_needed_ps": 34110,
  "total_power_uw": 2304,
  "cts_buffers": 216,
  "die.size.y_um": 409.9,
  "critPathKind": "primary input to primary output",
  "path_max_fanout": 119,
  "slowest_stage": "clkdlybuf4s50_1",
  "insertion_delay_ps": 810,
  "ff2ff_path_depth": 11,
  "power.density_nw_per_um2": 25.10,
  "grt_busiest_layer": "met1",
  "gp_congestion": 0.7889,
  "worst_slack_ps": 45790,
  "finalClockPeriodUsage_pct": 42.69,
  "grt-ovfl-total": 0,
  "finClkSkew_ps": 39.41,
  "htreeDepth": 4,
  "area_growth_pct": 10.33,
  "post_cts_resized": 0,
  "die_area_sq_um": 168000,
  "netlist_instances": 5401,
  "clock-root-buffer": "clkbuf_16",
  "grtUsageMet3_pct": 6.051,
  "io_buffers": 36,
  "clk_pin_slew_ps": 60,
  "timing.fmax_ghz": 0.02931,
  "cpPeakStageDelay_ps": 570,
  "rows": 149,
  "final_hold_viol_count": 0,
  "final_design_area_no_fill_sq_um": 91800,
  "ant_nets": 0,
  "antenna_cells": 0,
  "ys.flops": 2186
}
-- critical path, delay by kind of cell --
family / cells / cell delay [ps]
AND-OR/OR-AND: 1 / 50
buffers and inverters: 5 / 1860
AND/OR/NAND/NOR: 1 / 210
-- path summary, 6_finish.rpt --
| path | startpoint | end | slack, ps |
|---|---|---|---|
| max | sar_mode | scaled_ready | 45790 |
| min | R2R_RAMP.STEP_TIMER.count[0] | R2R_RAMP.STEP_TIMER.count[0] | 400 |
| max reg2reg | R2R_RAMP.adc_ready | R2R_AVG.REG_ARRAY[13][59] | 73890 |
| min reg2reg | R2R_RAMP.STEP_TIMER.count[0] | R2R_RAMP.STEP_TIMER.count[0] | 400 |
-- metrics by stage --
| stage | util (%) | std cells |
|---|---|---|
| after CTS | 55.64 | 7614 |
| final | 55.64 | 7614 |
| after global placement | 51.59 | 7215 |
| after detailed placement | 51.59 | 7215 |
| after global routing | 55.64 | 7614 |
| after floorplan | - | 5408 |
-- kinds of logic (layout without fill, tap and decap cells) --
kind of cell	count (synthesis)	in the layout	share of synthesized area, %
other	1	8	0.004507
buffers and inverters	540	557	2.490
DFF	2186	2186	77.23
xor gates and xnor gates	40	40	0.4210
and+or+nand+nor	2397	2397	17.51
muxes	38	38	0.4752
adders and majority gates	30	30	0.5233
AOI/OAI and AO/OA	169	169	1.341
-- layer usage --
| metal | vias up | wire length, um | share of wire (%) |
|---|---|---|---|
| met2 | 859 | 50260 | 40 |
| met3 | 203 | 9503 | 7.6 |
| met1 | 20730 | 63360 | 50 |
| li1 | 20290 | - | - |
| met5 | - | 0 | 0 |
| met4 | 0 | 2480 | 2.0 |
-- final cells by class --
cell class              instances  area, sq um  share of cell area [%]
multi-input cells            2682        16900                   18.41
clock buffers                 270         5650                   6.155
flip-flops and latches       2186        64260                   70.00
repair buffers                111         1018                   1.109
well taps                    2189         2739                   2.983
clock inverters               129         1032                   1.124
inverters                      47        198.9                  0.2167
-- layout by cell type (no fill, tap or decap), types with 7 or more instances in the layout --
| cell type | instances |
|---|---|
| buf_4 | 67 |
| or2_2 | 16 |
| bufinv_16 | 12 |
| or4_1 | 16 |
| a21oi_1 | 64 |
| nor4_1 | 13 |
| clkbuf_1 | 52 |
| nand3_1 | 26 |
| xor2_1 | 22 |
| or3_1 | 20 |
| mux2_2 | 11 |
| nor2_1 | 106 |
| o31ai_1 | 7 |
| conb_1 | 8 |
| ha_1 | 22 |
| o211ai_1 | 8 |
| clkbuf_16 | 218 |
| fa_1 | 8 |
| clkdlybuf4s50_1 | 35 |
| clkinv_1 | 64 |
| and3_1 | 2048 |
| edfxtp_1 | 2048 |
| nand4_1 | 16 |
| a21o_1 | 8 |
| buf_12 | 8 |
| clkinvlp_4 | 7 |
| mux2i_1 | 26 |
| dfxtp_1 | 138 |
| xnor2_1 | 18 |
| nor3_1 | 19 |
| nand2_1 | 73 |
| clkinv_2 | 32 |
| nor3b_1 | 7 |
| nor2b_1 | 8 |
| o21ai_0 | 19 |
| inv_1 | 43 |
| a211oi_1 | 13 |
| a31oi_1 | 10 |
-- flip-flops by register name, summed over array words and instances (netlist names), 5 cells and up --
name                             count
R2R_RAMP.adc_code                    8
R2R_SAR.SAR_R2R_CORE.bit_index      32
R2R_SAR.SAR_R2R_CORE.settle_cnt     21
R2R_SAR.SAR_R2R_CORE.state           5
R2R_AVG.REG_ARRAY                 2048
r2r_raw_disp                         8
R2R_RAMP.r2r_bus                     8
R2R_RAMP.STEP_TIMER.count           17
R2R_SAR.SAR_R2R_CORE.trial_code      8
R2R_AVG.Q                           16
r2r_raw_div_cnt                      8
-- report_power, final --
group | switching, uW | total (uW) | internal [uW] | leakage, uW
registers | 10.3 | 1300 | 1290 | 0.0223
logic | 41.9 | 50.1 | 8.15 | 0.0144
clock network | 415 | 954 | 539 | 0.00324
total | 467 | 2300 | 1840 | 0.0399
-- cell usage after synthesis (all sizes together), types with 10 or more instances --
cell type | instances | area (sq um)
or2 | 16 | 100.1
nor2 | 106 | 397.9
inv | 46 | 172.7
clkbuf | 476 | 1787
nand4 | 16 | 100.1
and3 | 2048 | 12810
nor3 | 19 | 95.09
a21oi | 65 | 325.3
buf | 17 | 108.9
mux2i | 26 | 260.3
nor4 | 14 | 93.84
nand3 | 27 | 140.1
nand2 | 73 | 274.0
or4 | 18 | 142.6
edfxtp | 2048 | 61500
xnor2 | 18 | 157.7
xor2 | 22 | 192.7
or3 | 20 | 125.1
ha | 22 | 275.3
a211oi | 13 | 97.59
dfxtp | 138 | 2763
mux2 | 12 | 135.1
o21ai | 21 | 108.9
a31oi | 10 | 62.56
No activity file was given, so power comes from the tool's default toggle rates.
