==> design/flow/design.v <==
module averager_simple
    #(parameter int power = 6)  
    (
        input logic clk,
        reset,
        EN,
        input logic [7:0] Din,    
        output logic [15:0] Q      
    );
    logic [7:0] REG_ARRAY [2**power:1];
    logic [power+7:0] sum;
    logic [7:0] Q_temp, lower8bits;
    assign Q_temp     = sum[power+7:power];
    assign lower8bits = sum[power-1:power-8];    
    assign Q = {Q_temp,lower8bits};
    always_ff @(posedge clk) begin
        if (reset) begin
            sum <= 0;
            for (int j = 1; j <= 2**power; j++) begin
                REG_ARRAY[j] <= 0;
            end
        end
        else if (EN) begin
            sum <= sum + Din - REG_ARRAY[2**power];
            for (int j = 2**power; j > 1; j--) begin
                REG_ARRAY[j] <= REG_ARRAY[j-1];
            end
            REG_ARRAY[1] <= Din;
        end
    end
endmodule
module downcounter #(
    parameter int PERIOD = 1000   
) (
    input  logic clk,     
    input  logic reset,   
    input  logic enable,  
    output logic zero     
);
    localparam int COUNT_WIDTH = $clog2(PERIOD);
    logic [COUNT_WIDTH-1:0] count;
    always_ff @(posedge clk) begin
        if (reset) begin
            count <= PERIOD - 1;
            zero  <= 0;
        end else if (enable) begin
            if (count == 0) begin
                count <= PERIOD - 1;
                zero  <= 1;
            end else begin
                count <= count - 1;
                zero  <= 0;
            end
        end else
            zero <= 0;
    end
endmodule
module pwm #( 
    parameter int WIDTH = 8
) (
    input  logic             clk,
    input  logic             reset,
    input  logic             enable,
    input  logic [WIDTH-1:0] duty_cycle,
    output logic             pwm_out
);
    logic [WIDTH-1:0] counter;
    always_ff @(posedge clk) begin
        if (reset)
            counter <= 0;
        else if (enable)
            counter <= counter + 1;
    end
    always_comb begin
        if (!enable)
            pwm_out = 1'b0;   
        else if (duty_cycle == {WIDTH{1'b1}})
            pwm_out = 1'b1;
        else if (counter < duty_cycle)
            pwm_out = 1'b1;
        else 
            pwm_out = 1'b0; 
    end
endmodule
module pwm_adc_subsystem (
    input  logic        clk,
    input  logic        reset,
    input  logic        comp_pwm,
    input  logic        sar_mode,      
    output logic        pwm_out,
    output logic [15:0] raw_out,       
    output logic [15:0] scaled_out,    
    output logic        scaled_ready   
);
    logic [7:0] pwm_ramp_code;
    logic       pwm_ramp_ready;
    logic       pwm_ramp_pwm_out;
    pwm_ramp_adc #(
        .RAMP_WIDTH  (8),
        .STEP_PERIOD (100000)     
    ) PWM_RAMP (
        .clk      (clk),
        .reset    (reset),
        .comp_in  (comp_pwm),
        .pwm_out  (pwm_ramp_pwm_out),
        .adc_code (pwm_ramp_code),
        .adc_ready(pwm_ramp_ready)
    );
    logic [7:0] pwm_sar_code;
    logic       pwm_sar_ready;
    logic       pwm_sar_pwm_out;
    pwm_sar_adc #(
        .RAMP_WIDTH    (8),
        .SETTLE_CYCLES (2000000)
    ) PWM_SAR (
        .clk      (clk),
        .reset    (reset),
        .comp_in  (comp_pwm),
        .pwm_out  (pwm_sar_pwm_out),
        .adc_code (pwm_sar_code),
        .adc_ready(pwm_sar_ready)
    );
    logic [7:0] pwm_code_sel;
    logic       pwm_ready_sel;
    always_comb begin
        if (sar_mode) begin
            pwm_out       = pwm_sar_pwm_out;
            pwm_code_sel  = pwm_sar_code;
            pwm_ready_sel = pwm_sar_ready;
        end else begin
            pwm_out       = pwm_ramp_pwm_out;
            pwm_code_sel  = pwm_ramp_code;
            pwm_ready_sel = pwm_ramp_ready;
        end
    end
    logic [7:0] pwm_raw_disp;
    logic [7:0] pwm_raw_div_cnt;
    always_ff @(posedge clk) begin
        if (reset) begin
            pwm_raw_disp    <= 8'd0;
            pwm_raw_div_cnt <= 8'd0;
        end else begin
            if (!sar_mode) begin
                if (pwm_ready_sel)
                    pwm_raw_disp <= pwm_code_sel;
                pwm_raw_div_cnt <= 8'd0;
            end else begin
                if (pwm_ready_sel) begin
                    if (pwm_raw_div_cnt == 8'd7) begin
                        pwm_raw_disp    <= pwm_code_sel;
                        pwm_raw_div_cnt <= 8'd0;
                    end else begin
                        pwm_raw_div_cnt <= pwm_raw_div_cnt + 1'b1;
                    end
                end
            end
        end
    end
    logic [15:0] pwm_raw_ext;
    assign pwm_raw_ext = {8'd0, pwm_raw_disp};
    assign raw_out     = pwm_raw_ext;
    logic [15:0] avg_out;
    averager_simple #(
        .power(8)    
    ) PWM_AVG (
        .clk   (clk),
        .reset (reset),
        .EN    (pwm_ready_sel),
        .Din   (pwm_code_sel),
        .Q     (avg_out)
    );
    assign scaled_out   = avg_out;
    assign scaled_ready = pwm_ready_sel;
endmodule
module pwm_ramp_adc #(
    parameter int RAMP_WIDTH  = 8,
    parameter int STEP_PERIOD = 2000
)(
    input  logic                  clk,
    input  logic                  reset,
    input  logic                  comp_in,      
    output logic                  pwm_out,      
    output logic [RAMP_WIDTH-1:0] adc_code,     
    output logic                  adc_ready     
);
    logic step_pulse;
    downcounter #(
        .PERIOD(STEP_PERIOD)
    ) STEP_TIMER (
        .clk    (clk),
        .reset  (reset),
        .enable (1'b1),
        .zero   (step_pulse)
    );
    logic [RAMP_WIDTH-1:0] ramp_code;
    always_ff @(posedge clk) begin
        if (reset) begin
            ramp_code <= '0;
        end else if (step_pulse) begin
            if (ramp_code == {RAMP_WIDTH{1'b1}})
                ramp_code <= '0;
            else
                ramp_code <= ramp_code + 1'b1;
        end
    end
    pwm #(
        .WIDTH(RAMP_WIDTH)
    ) PWM_CORE (
        .clk        (clk),
        .reset      (reset),
        .enable     (1'b1),
        .duty_cycle (ramp_code),
        .pwm_out    (pwm_out)
    );
    logic comp_sync1, comp_sync2;
    logic comp_prev;
    logic captured;
    logic comp_edge;
    always_ff @(posedge clk) begin
        if (reset) begin
            comp_sync1 <= 1'b0;
            comp_sync2 <= 1'b0;
            comp_prev  <= 1'b0;
        end else begin
            comp_sync1 <= comp_in;
            comp_sync2 <= comp_sync1;
            comp_prev  <= comp_sync2;
        end
    end
    always_comb begin
        comp_edge = (comp_prev == 1'b1 && comp_sync2 == 1'b0);
    end
    always_ff @(posedge clk) begin
        if (reset) begin
            adc_code  <= '0;
            adc_ready <= 1'b0;
            captured  <= 1'b0;
        end else begin
            adc_ready <= 1'b0;
            if (step_pulse && (ramp_code == {RAMP_WIDTH{1'b1}})) begin
                captured <= 1'b0;
            end
            if (!captured && comp_edge) begin
                adc_code  <= ramp_code;
                adc_ready <= 1'b1;
                captured  <= 1'b1;
            end
        end
    end
endmodule
module pwm_sar_adc #(
    parameter int RAMP_WIDTH     = 8,
    parameter int SETTLE_CYCLES  = 50000
)(
    input  logic                      clk,
    input  logic                      reset,
    input  logic                      comp_in,     
    output logic                      pwm_out,     
    output logic [RAMP_WIDTH-1:0]     adc_code,    
    output logic                      adc_ready    
);
    logic [RAMP_WIDTH-1:0] trial_code;
    sar_core #(
        .WIDTH         (RAMP_WIDTH),
        .SETTLE_CYCLES (SETTLE_CYCLES)
    ) SAR_PWM_CORE (
        .clk        (clk),
        .reset      (reset),
        .comp_in    (comp_in),
        .trial_code (trial_code),
        .ready      (adc_ready)
    );
    pwm #(
        .WIDTH (RAMP_WIDTH)
    ) PWM_CORE (
        .clk        (clk),
        .reset      (reset),
        .enable     (1'b1),
        .duty_cycle (trial_code),
        .pwm_out    (pwm_out)
    );
    assign adc_code = trial_code;
endmodule
module sar_core #(
    parameter int WIDTH          = 8,
    parameter int SETTLE_CYCLES  = 50000    
)(
    input  logic                 clk,
    input  logic                 reset,
    input  logic                 comp_in,      
    output logic [WIDTH-1:0]     trial_code,   
    output logic                 ready         
);
    logic comp_sync1, comp_sync2;
    always_ff @(posedge clk) begin
        if (reset) begin
            comp_sync1 <= 1'b0;
            comp_sync2 <= 1'b0;
        end else begin
            comp_sync1 <= comp_in;
            comp_sync2 <= comp_sync1;
        end
    end
    wire comp = comp_sync2;   
    typedef enum logic [2:0] {
        S_IDLE,          
        S_SET_BIT,       
        S_WAIT_SETTLE,   
        S_SAMPLE,        
        S_DONE           
    } sar_state_t;
    sar_state_t state, next_state;
    int unsigned bit_index;
    localparam int SETTLE_WIDTH = $clog2(SETTLE_CYCLES);
    logic [SETTLE_WIDTH-1:0] settle_cnt;
    always_ff @(posedge clk) begin
        if (reset)
            state <= S_IDLE;
        else
            state <= next_state;
    end
    always_comb begin
        next_state = state;
        case (state)
            S_IDLE:         next_state = S_SET_BIT;
            S_SET_BIT:      next_state = S_WAIT_SETTLE;
            S_WAIT_SETTLE:  next_state = (settle_cnt == SETTLE_CYCLES-1) ? S_SAMPLE : S_WAIT_SETTLE;
            S_SAMPLE:       next_state = (bit_index == 0) ? S_DONE : S_SET_BIT;
            S_DONE:         next_state = S_IDLE;
            default:        next_state = S_IDLE;
        endcase
    end
    always_ff @(posedge clk) begin
        if (reset) begin
            trial_code  <= '0;
            ready       <= 1'b0;
            bit_index   <= 0;
            settle_cnt  <= '0;
        end else begin
            ready <= 1'b0;  
            case (state)
                S_IDLE: begin
                    trial_code <= '0;
                    bit_index  <= WIDTH-1;
                    settle_cnt <= '0;
                end
                S_SET_BIT: begin
                    trial_code[bit_index] <= 1'b1;
                    settle_cnt            <= '0;
                end
                S_WAIT_SETTLE: begin
                    settle_cnt <= settle_cnt + 1'b1;
                end
                S_SAMPLE: begin
                    if (!comp) begin
                        trial_code[bit_index] <= 1'b0;
                    end
                    if (bit_index != 0)
                        bit_index <= bit_index - 1;
                end
                S_DONE: begin
                    ready <= 1'b1;   
                end
            endcase
        end
    end
endmodule
==> design/flow/run.sh <==
#!/bin/bash
# OpenROAD 26Q1-2900-gdf79404cd8, Yosys 0.63+post, stock flow scripts
make -C /OpenROAD-flow-scripts/flow DESIGN_CONFIG=/design/flow/config.mk WORK_HOME=/design/flow/orfs finish
==> design/flow/config.mk <==
export PLATFORM = sky130hd
export DESIGN_NAME = pwm_adc_subsystem
export DESIGN_NICKNAME = pwm_adc_subsystem
export VERILOG_FILES = /design/flow/design.v
export SDC_FILE = /design/flow/constraint.sdc
export NUM_CORES = 4
export LEC_CHECK = 1
export CORE_UTILIZATION = 30
export SYNTH_HDL_FRONTEND = slang
==> design/flow/constraint.sdc <==
current_design pwm_adc_subsystem

set clk_period 144.2
set clk_io_pct 0.2

create_clock -name clk0 -period $clk_period [get_ports {clk}]

set non_clock_inputs [all_inputs -no_clocks]
set_input_delay [expr $clk_period * $clk_io_pct] -clock clk0 $non_clock_inputs
set_output_delay [expr $clk_period * $clk_io_pct] -clock clk0 [all_outputs]
==> qor.yml <==
outcome: "finished clean"
drc: 0
hold_path_class: "flop to flop"
chip_area_mm2: 0.282
grt_overflow_total: 0
cts_inserted_buffers: 220
finalClockPeriodUsage: 0.418
ys_cells: 5491
rsz0062_at_grt: "no"
post_drt_wl_per_cell_um: 14.0
cts.clk_slew.worst_paths_ns: 0.06
cp-end-kind: "output pin"
clockRootBuffer: "clkbuf_16"
design_area_mm2: 0.0947
drive_gt1_frac: 0.0750
ant_nets: 0
ys_seq_frac: 0.769
edf_count: 2048
setup-violations-final: 0
cts.sinks: 2202
lay_top_count: "and3_1"
post_cts_buffers: 0
h-tree-depth: 4
drtPass1Iterations: 5
hold_start: "PWM_RAMP.STEP_TIMER.count[0]$_SDFF_PP1_"
vias: 42900
critPathLaunchType: "input port"
syn_avg_cell_area_um2: 15.3
p_per_area_mw_per_mm2: 13.8
core_area_mm2: 0.277
period_needed_ns: 60.34
async_reset_ff_frac: 0
grt.total_usage: 0.0956
grt_max_degree: 229
gp_congestion: 0.811
final_cell_mix: "2,052 x and3_1, 2,048 x edfxtp_1, 225 x clkbuf_16"
max_freq_ghz: 0.0166
clk_latency_ns: 0.82
cts_max_path_buffers: 3
die_w_um: 531
relSlewSlack: 0.342
vias_per_cell: 4.65
postSynthCellCount: 5491
power.leakage_nw: 40.4
fin_setup_tns_ns: 0
port_buffers: 29
ys.flops: 2202
cts_resized: 0
drtIter0Drc: 4112
clock_skew_ns: 0.0432
initial_utilization: 0.303
antenna_found_initial: 1
arrival_ns: 31.50
synth_area_mm2: 0.0840
cts_tree: "yes"
ys_types: 72
ir_worst_vdd_v: 0.00000947
startpoint: "sar_mode"
slew_viol_final: 0
synth_warnings: 0
path_class: "input port to output pin"
worstPathRequired_ns: 115.36
cp_max_fo: 140
ff_type: "edfxtp_1"
worstMarginPinSlew_ns: 0.987
num_rows: 193
area_growth_syn_to_layout_pct: 12.8
hold_viol_final: 0
r2r_start: "PWM_RAMP.adc_ready$_SDFF_PP0_"
num_io_pins: 38
drv_cap: 0
dpl-instance-area_mm2: 0.0877
die_height_um: 531
drt-total-wl_mm: 129
grt_pass1_vias: 41200
dpl.hpwl_mm: 55.7
cts_hold_buf: 0
ys_area_mm2: 0.0840
grt_pass1_wl_mm: 216
tool_warnings: 66
[power breakdown]
| part | internal (W) | leakage (nW) | switching [W] |
|---|---|---|---|
| logic | 0.00000638 | 14.5 | 0.0000254 |
| registers | 0.000719 | 22.4 | 0.00000599 |
| clock network | 0.000313 | 3.43 | 0.000236 |
[layout make-up]
class                           count  area, µm²
Fill cell                       25800     183000
Sequential cell                  2202      64600
Multi-Input combinational cell   2734      17300
Clock buffer                      271       5820
Tap cell                         3705       4640
Clock inverter                    141       1180
Timing Repair Buffer              105        943
Inverter                           64        263
Antenna cell                        1       2.50
[cell families (layout without fill, tap and decap cells)]
logic type      count (synthesis)  in the layout  share of synthesized area
simple gates                 2431           2431                      0.176
buf+inv                       562            581                     0.0257
compound gates                154            154                     0.0118
flops                        2202           2202                      0.769
other cells                     1              9                  0.0000447
fa+ha+maj                      46             46                    0.00757
xor+xnor                       73             73                    0.00761
mux                            22             22                    0.00264
[Yosys cell counts, drive strengths merged (5+ instances only)]
| master | instances | area, µm² |
|---|---|---|
| a21o | 11 | 82.6 |
| clkbuf | 479 | 1800 |
| nand2 | 59 | 221 |
| nor2b | 10 | 62.6 |
| a21oi | 51 | 255 |
| nand3 | 37 | 185 |
| or2 | 8 | 50.1 |
| mux2i | 21 | 210 |
| nand3b | 5 | 37.5 |
| ha | 38 | 475 |
| fa | 8 | 160 |
| nor3 | 28 | 156 |
| dfxtp | 154 | 3080 |
| inv | 63 | 236 |
| nand4 | 23 | 144 |
| buf | 19 | 119 |
| nor2 | 135 | 507 |
| nor4 | 23 | 159 |
| o21ai | 29 | 145 |
| xnor2 | 43 | 377 |
| or4 | 14 | 113 |
| nand2b | 5 | 31.3 |
| xor2 | 30 | 263 |
| and2 | 5 | 31.3 |
| a211oi | 7 | 52.6 |
| o211ai | 5 | 37.5 |
| o21a | 8 | 60.1 |
| o31ai | 8 | 60.1 |
| and3 | 2052 | 12800 |
| or3 | 14 | 92.6 |
| edfxtp | 2048 | 61500 |
[final timing paths]
path	to	cells after the start	slack, ns
worst min-delay path	PWM_RAMP.STEP_TIMER.count[0]$_SDFF_PP1_	1	0.42
worst min register to register	PWM_RAMP.STEP_TIMER.count[0]$_SDFF_PP1_	1	0.42
worst max-delay path	scaled_ready	6	83.86
worst max register to register	PWM_AVG.REG_ARRAY[0][928]$_SDFFCE_PN0P_	11	137.92
[registers in the layout (all words and copies together) (netlist names)]
| register | cells |
|---|---|
| PWM_AVG.Q | 16 |
| PWM_AVG.REG_ARRAY | 2048 |
| PWM_RAMP.PWM_CORE.counter | 8 |
| PWM_RAMP.STEP_TIMER.count | 17 |
| PWM_RAMP.STEP_TIMER.zero | 1 |
| PWM_RAMP.adc_code | 8 |
| PWM_RAMP.adc_ready | 1 |
| PWM_RAMP.captured | 1 |
| PWM_RAMP.comp_prev | 1 |
| PWM_RAMP.comp_sync1 | 1 |
| PWM_RAMP.ramp_code | 8 |
| PWM_SAR.PWM_CORE.counter | 8 |
| PWM_SAR.SAR_PWM_CORE.bit_index | 32 |
| PWM_SAR.SAR_PWM_CORE.comp | 1 |
| PWM_SAR.SAR_PWM_CORE.ready | 1 |
| PWM_SAR.SAR_PWM_CORE.settle_cnt | 21 |
| PWM_SAR.SAR_PWM_CORE.state | 5 |
| PWM_SAR.SAR_PWM_CORE.trial_code | 8 |
| pwm_raw_disp | 8 |
| pwm_raw_div_cnt | 8 |
[through the flow]
step	util	instances	worst slack, ns	hold WS, ns	power [W]
6_report	0.341	9223	83.86	0.417	0.00131
5_1_grt	0.341	9223	83.71	0.442	0.00136
3_5_place_dp	0.316	8810	83.88	0.401	0.000771
4_1_cts	0.341	9222	83.87	0.415	0.00133
2_1_floorplan	-	5498	72.48	0.384	0.000814
3_3_place_gp	0.316	8810	83.86	0.394	0.000770
[critical path: stages]
cell and delay, ns:
clkdlybuf4s50_1 0.79, nor2b_1 0.36, a21oi_1 0.12, buf_4 0.27, inv_8 0.44, clkdlybuf4s50_1 0.58
[per-layer routing]
layer / GRT usage / part of all wire / vias to the layer above
met5: 0 / 0 / -
li1: - / - / 20500
met2: 0.119 / 0.40 / 959
met4: 0.0216 / 0.022 / 0
met1: 0.165 / 0.50 / 21200
met3: 0.0375 / 0.078 / 208
No activity file was given, so power comes from the tool's default toggle rates.
